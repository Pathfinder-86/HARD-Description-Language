<file path="flow/config.mk">
export PLATFORM = sky130hd
export DESIGN_NAME = alu
export DESIGN_NICKNAME = alu
export VERILOG_FILES = /design/flow/design.v
export SDC_FILE = /design/flow/constraint.sdc
export NUM_CORES = 4
export LEC_CHECK = 1
export CORE_UTILIZATION = 30
export SYNTH_HDL_FRONTEND = slang
</file>
<file path="flow/constraint.sdc">
current_design alu

set clk_period 13.4
set clk_io_pct 0.2

create_clock -name clk0 -period $clk_period [get_ports {i_clk}]

set non_clock_inputs [all_inputs -no_clocks]
set_input_delay [expr $clk_period * $clk_io_pct] -clock clk0 $non_clock_inputs
set_output_delay [expr $clk_period * $clk_io_pct] -clock clk0 [all_outputs]
</file>
<file path="flow/design.v">
module alu #(
    parameter INST_W = 4,
    parameter INT_W  = 6,
    parameter FRAC_W = 10,
    parameter DATA_W = INT_W + FRAC_W
)(
    input                      i_clk,
    input                      i_rst_n,
    input                      i_in_valid,
    output                     o_busy,
    input         [INST_W-1:0] i_inst,
    input  signed [DATA_W-1:0] i_data_a,
    input  signed [DATA_W-1:0] i_data_b,
    output                     o_out_valid,
    output        [DATA_W-1:0] o_data
);
    parameter ADD  = 4'b0000;
    parameter SUB  = 4'b0001;
    parameter MUL  = 4'b0010;
    parameter ACC  = 4'b0011;
    parameter SOFTPLUS = 4'b0100;
    parameter XOR_OP = 4'b0101;
    parameter ARITH_SHIFT_RIGHT = 4'b0110;
    parameter LEFT_ROTATE = 4'b0111;
    parameter LEAD_ZERO_COUNT = 4'b1000;
    parameter REV_MATCH4 = 4'b1001;
    integer i;
    logic signed [31:0] intermediate_result;
    logic signed [31:0] acc [0:15];
    logic signed [15:0] result, reg_result;
    logic [3:0] count;
    logic [3:0] slice_a, slice_b;
    logic out_valid,add_acc;
    assign o_out_valid = (out_valid) ? 1 : 0;
    assign o_busy = 0;
    assign o_data = (out_valid)? reg_result : 0;
    parameter signed [13:0] MUL_1_DIV_3 = 'sb0101_0101_0101_01;
    parameter signed [13:0] MUL_1_DIV_9 = 'sb0001_1100_0111_00;
    parameter signed [15:0] Shift_2 = 2048;
    parameter signed [15:0] Shift_3 = 3072;
    parameter signed [15:0] Shift_5 = 5120;
    parameter signed [15:0] Shift_n1 = -1024;
    parameter signed [15:0] Shift_n2 = -2048;
    parameter signed [15:0] Shift_n3 = -3072;
    function [15:0] saturate;
        input signed [31:0] value;   
        begin
            if (value > 32767)
                saturate = 16'h7FFF;   
            else if (value < -32768)
                saturate = 16'h8000;   
            else
                saturate = value[15:0];   
        end
    endfunction
    function [15:0] round_and_saturate;
        input signed [31:0] value;
        logic signed [31:0] temp; 
        begin
            if (value[9] == 1) begin
                temp = (value + 1024) >>> 10;
            end else begin
                temp = value >>> 10;
            end            
            round_and_saturate = saturate(temp);
        end
    endfunction
    function [15:0] round_and_saturate2;
        input signed [31:0] value;
        logic signed [31:0] temp; 
        begin
            if (value[13] == 1) begin
                temp = (value + 16384) >>> 14;
            end else begin
                temp = value >>> 14;
            end            
            round_and_saturate2 = saturate(temp);
        end
    endfunction
    function [15:0] softplus;
        input signed [15:0] value;
        if(value >= Shift_2) begin
            softplus = value;
        end
        else if(value <= Shift_n3) begin
            softplus = 0;
        end
        else if(value <= Shift_2 && value >= 0) begin
            intermediate_result = ( value * 2 + Shift_2 ) * MUL_1_DIV_3;
            softplus = round_and_saturate2(intermediate_result);
        end
        else if(value <= 0 && value >= Shift_n1) begin
            intermediate_result = (value + Shift_2 ) * MUL_1_DIV_3;
            softplus = round_and_saturate2(intermediate_result);
        end
        else if(value <= Shift_n1 && value >= Shift_n2) begin
            intermediate_result = (value * 2  + Shift_5 ) * MUL_1_DIV_9;
            softplus = round_and_saturate2(intermediate_result);
        end
        else if(value <= Shift_n2 && value >= Shift_n3) begin
            intermediate_result = (value + Shift_3 ) * MUL_1_DIV_9;
            softplus = round_and_saturate2(intermediate_result);
        end        
    endfunction
    always @(*) begin
        intermediate_result = 32'd0;    
        result = 16'd0;
        add_acc = 0;
        case (i_inst)
            ADD: begin
                intermediate_result = i_data_a + i_data_b;
                result = saturate(intermediate_result);
            end
            SUB: begin
                intermediate_result = i_data_a - i_data_b;
                result = saturate(intermediate_result);
            end
            MUL: begin
                intermediate_result = i_data_a * i_data_b;
                result = round_and_saturate(intermediate_result);
            end
            ACC: begin                        
                intermediate_result = acc[i_data_a] + i_data_b;
                result = saturate(intermediate_result);
                add_acc = 1;
            end
            SOFTPLUS: begin            
                result = softplus(i_data_a);
            end
            XOR_OP: begin
                result = i_data_a ^ i_data_b;
            end
            ARITH_SHIFT_RIGHT: begin
                result = i_data_a >>> i_data_b;
            end
            LEFT_ROTATE: begin                        
                result = (i_data_a << i_data_b) | (i_data_a >> (16 - i_data_b));            
            end
            LEAD_ZERO_COUNT: begin            
                count = 0;   
                for (i = 15; i >= 0; i = i - 1) begin
                    if (i_data_a[i] == 1'b1) begin
                        count = 15 - i;   
                        break;   
                    end
                end
                result = $signed({1'b0,count});
            end
            REV_MATCH4: begin            
                for (i = 0; i <= 12; i = i + 1) begin                
                    slice_a = (i_data_a >> i) & 4'b1111;
                    slice_b = (i_data_b >> (12 - i)) & 4'b1111;                
                    if (slice_a == slice_b) begin
                        result[i] = 1'b1;   
                    end
                end
            end
        endcase
    end
    always @(posedge i_clk or negedge i_rst_n) begin        
        if (!i_rst_n ) begin
            reg_result <= 0;
            for (i = 0; i < 16; i+=1) begin
                acc[i] <= 0;
            end    
            out_valid <= 0;
        end
        else if (i_in_valid) begin
            out_valid <= 1;        
            for(i = 0; i < 16; i+=1) begin
                if (add_acc==1 && i == i_data_a) begin
                    acc[i] <= intermediate_result;
                end
                else begin
                    acc[i] <= acc[i];
                end
            end
            reg_result <= result;
        end
        else begin
            out_valid <= 0;
            for(i = 0; i < 16; i+=1) begin
                acc[i] <= acc[i];
            end
            reg_result <= 0;
        end    
    end
endmodule
</file>
<file path="flow/run.sh">
#!/bin/bash
# OpenROAD 26Q1-2900-gdf79404cd8, Yosys 0.63+post, stock flow scripts
make -C /OpenROAD-flow-scripts/flow DESIGN_CONFIG=/design/flow/config.mk WORK_HOME=/design/flow/orfs finish
</file>
==> Flow_metrics.wiki <==
=== Physical design figures ===
{| class="wikitable"
! Metric !! Value
|-
| HP Class || register to register
|-
| R2R Path Start || acc[256]
|-
| Instance count of the mapped netlist || 6907
|-
| Final Max-Slew Violation Tally || 0
|-
| Clock latency (worst-skew pair) || 0.65 ns
|-
| Fraction of the mapped netlist area in compound gates || 17.1%
|-
| Fraction of layout instances using a drive strength above 1 || 8.39%
|-
| TritonCTS sink count || 529
|-
| Resized cells post-CTS || 0
|-
| Via count || 50600
|-
| Hold path startpoint || acc[140]
|-
| Time the final worst path needs with I/O delays and setup || 11.45 ns
|-
| Routed WL per cell || 23.2 um
|-
| Maximum clock insertion buffer count || 3
|-
| Chip area from the yosys synthesis statistics || 60600 um2
|-
| Worst setup path class || input port to register
|-
| Count of routing violations after the opening detailed-route iteration || 3968
|-
| Yosys reg bits || 529
|-
| Chip area || 204000 um2
|-
| Warning count from the yosys run || 0
|-
| Async set-or-reset flop fraction in the synthesized netlist || 100%
|-
| GRT Util Overall || 22.7%
|-
| Ports || 57
|-
| Critical Path Start || i_data_b[4]
|-
| Count of cell types in the netlist || 116
|-
| Initial antenna violation count || 12
|-
| Final critical-path share of the clock period || 85.5%
|-
| DRC viols || 0
|-
| Post-Synthesis Cell Area || 60600 um2
|-
| Std-Cell Core Area || 200000 um2
|-
| Count of final setup violators || 0
|-
| Overflow after GRT || 0
|-
| Post-CTS setup buffer count || 0
|-
| TritonCTS clock tree || done
|-
| Routability congestion estimate from global placement || 1.06
|-
| Number of global-route vias before repair || 51400
|-
| Pin count of the biggest net entering global routing || 122
|-
| Max Clock Freq || 87.3 MHz
|-
| Layout Cells excl Fill || 9494
|-
| Root Buffer Master || clkbuf_16
|-
| Die Y || 451 um
|-
| RSZ-0062 raised after global routing || false
|-
| Number of antenna-violating nets in the routed design || 0
|-
| Post-synth mux share || 7.36%
|-
| Horiz. Die Dim || 451 um
|-
| Top_reg_cell synth || dfrtp_1
|-
| Clock slew at reported path FFs || 0.06 ns
|-
| Max Cap Violations || 0
|-
| Post-synthesis sequential area ratio || 21.9%
|-
| First-pass GRT wire length || 336000 um
|-
| Mean post-synth cell area || 8.77 um2
|-
| TritonCTS buffer count || 54
|-
| Area Overhead vs Synth || 9.28%
|-
| Maximum fanout encountered on the critical timing path || 26
|-
| Adder-Cell Fraction of Synth Area || 27.7%
|-
| Starting Density || 30.3%
|-
| Final routed wirelength across all metal layers || 221000 um
|-
| Via/cell ratio || 5.33
|-
| Number of cells in Yosys stat || 6907
|-
| Type of origin of the critical path || input port
|-
| Number of iterations in the first detailed-routing pass || 23
|-
| CTS H-tree depth || 2
|-
| Standard-cell row count || 164
|-
| Final hold violation count || 0
|-
| Count of input and output buffers || 55
|-
| Post-synth EDFFs || 0
|-
| # placed instances || 9389
|-
| Required time of the critical path || 13.85 ns
|-
| Hold buffer count at CTS || 0
|-
| Dominant combinational family || adder cells
|-
| Yosys xor share || 3.60%
|-
| Status || complete, no violations
|-
| Worst Tran Pin Value || 1.05 ns
|-
| Number of warnings in the stage logs || 82
|-
| Filler instances || 20300
|-
| Sort of element at the end of the critical path || register
|-
| Setup TNS || 0 ns
|-
| Placed wire-length estimate after detailed placement || 172000 um
|-
| Simple-gate area share of the yosys netlist || 13.8%
|-
| Worst slew margin relative to its limit || 28.1%
|-
| Arr. time, crit path || 11.90 ns
|-
| Layout Skew || 0.0596 ns
|}
==> worst paths after layout <==
check / cells past startpoint / to / slack, ns
worst max-delay path: 27 / reg_result[2] / 1.95
worst min-delay path: 2 / acc[140] / 0.47
worst max register to register: 16 / reg_result[2] / 7.59
worst min register to register: 2 / acc[140] / 0.47
max in group asynchronous: 3 / acc[240] / 9.45
min in group asynchronous: 1 / acc[330] / 2.04
==> Yosys cell counts (37+ instances only) <==
master / number / area [um2]
a21o_1: 62 / 465
and2_1: 63 / 394
inv_1: 966 / 3630
dfrtp_1: 529 / 13200
buf_1: 51 / 191
nand2_1: 854 / 3210
nor2_1: 397 / 1490
clkbuf_1: 324 / 1220
xor2_1: 77 / 674
a31oi_1: 37 / 231
ha_1: 494 / 6180
nor3_1: 94 / 470
nand4_1: 41 / 257
a211oi_1: 59 / 443
and3_1: 52 / 325
nand3_1: 101 / 505
fa_1: 528 / 10600
o21ai_0: 671 / 3360
mux4_2: 169 / 3810
xnor2_1: 170 / 1490
a21oi_1: 339 / 1700
o211ai_1: 60 / 450
mux2i_1: 50 / 500
==> registers in the layout, summed over array words and instances, names as in the netlist <==
| signal | cells |
|---|---|
| out_valid | 1 |
| acc | 512 |
| reg_result | 16 |
==> per-stage QoR <==
stage                     hold slack (ns)  area [um2]  util [%]  setup slack [ns]
after floorplan                     0.445       60600         -              2.22
after global placement              0.457       64300      32.1              1.56
after detailed placement            0.465       64300      32.1              1.46
after CTS                           0.479       66200      33.1              2.08
after global routing                0.496       66200      33.1              1.54
final                               0.473       66200      33.1              1.95
==> routing by layer <==
layer | track usage [%] | wire (um)
met2 | 33.7 | 97300
met1 | 31.6 | 91900
met4 | 8.73 | 10800
met5 | 0 | 40
met3 | 7.22 | 20600
==> cells in the final DEF (no fill, tap or decap), types with 41 or more instances in the layout <==
cell and instances:
nand4_1 41, fa_1 528, mux2i_1 50, nor3_1 91, clkbuf_16 54, dfrtp_1 529
inv_1 966, nand3_1 100, nor2_1 396, a211oi_1 50, o211ai_1 60, xor2_1 77
o21ai_0 671, and2_1 63, a21oi_1 339, nand2_1 839, and3_1 52, ha_1 494
buf_4 162, mux4_2 169, xnor2_1 170, a21o_1 62
==> critical path: stages <==
cell	delay, ns
clkdlybuf4s50_1	0.46
buf_4	0.39
clkinv_1	0.75
nor2_1	0.33
fa_1	0.44
inv_1	0.09
fa_1	0.41
fa_1	0.48
fa_1	0.49
inv_1	0.05
fa_1	0.56
inv_1	0.07
fa_1	0.54
inv_1	0.09
ha_1	0.37
a21oi_1	0.43
nor2_1	0.14
a211oi_4	0.45
xnor2_2	0.20
nand2_1	0.18
or4b_4	0.56
nor4_4	0.39
a21o_1	0.21
a221o_2	0.22
nand3b_2	0.27
o41ai_1	0.47
o211ai_1	0.13
==> logic make-up after synthesis <==
kind of cell,count (synthesis)
AOI/OAI and AO/OA,1661
xor gates and xnor gates,248
adders and majority gates,1022
buffers and inverters,1378
DFF,529
muxes,232
other,1
and+or+nand+nor,1836
==> layout make-up <==
class / instances / area [um2] / area share, %
antenna: 6 / 15.0 / 0.0227
timing repair buffer: 219 / 1760 / 2.66
clock inverter: 18 / 263 / 0.397
sequential: 529 / 13200 / 20.0
clock buffer: 81 / 1620 / 2.45
multi-input combinational: 5000 / 42300 / 63.9
inverter: 985 / 3700 / 5.59
tap: 2656 / 3320 / 5.02
